### ./run.sh
#!/bin/bash
# OpenROAD 26Q1-2900-gdf79404cd8, Yosys 0.63+post, stock flow scripts
make -C /OpenROAD-flow-scripts/flow DESIGN_CONFIG=/design/flow/config.mk WORK_HOME=/design/flow/orfs finish
### ./constraint.sdc
current_design riscv

set clk_period 10.0
set clk_io_pct 0.2

create_clock -name clk0 -period $clk_period [get_ports {clk}]

set non_clock_inputs [all_inputs -no_clocks]
set_input_delay [expr $clk_period * $clk_io_pct] -clock clk0 $non_clock_inputs
set_output_delay [expr $clk_period * $clk_io_pct] -clock clk0 [all_outputs]
### ./config.mk
export PLATFORM = sky130hd
export DESIGN_NAME = riscv
export DESIGN_NICKNAME = riscv
export VERILOG_FILES = /design/flow/design.v
export SDC_FILE = /design/flow/constraint.sdc
export NUM_CORES = 4
export LEC_CHECK = 1
export CORE_UTILIZATION = 30
### ./design.v
module alu(
	input[31:0] data1,
	input[31:0] data2,
	input[5:0] alu_ctr,
	input[31:0] instruction,
	output reg zero,
	output reg[31:0] alu_result
);
always @(*)
begin
	case(alu_ctr)
		1:alu_result<=data1+data2;
		2:alu_result<=data1-data2;
		3:alu_result<=data1<<data2;
		4:alu_result<=data1>>data2;
		5:alu_result<=data1<data2?1:0;
		6:alu_result<=data1^data2;
		7:alu_result<=data1|data2;
		8:alu_result<=data1&data2;
		9:alu_result<=data1+data2;
		10:alu_result<=data1^data2;
		11:alu_result<=data1|data2;
		12:alu_result<=data1&data2;
		13:alu_result<=data1<<data2;
		14:alu_result<=data1>>data2;
		15:alu_result<=data1+data2;
		16:alu_result<=data1+{instruction[31:25],instruction[11:7]};
		17:alu_result<=data1-data2;
		18:alu_result<={instruction[31:12],12'h0};
	endcase
end
always @(*)
begin
	if(alu_result) zero<=0;
	else zero<=1;
end
endmodule
module decoder(
	input[31:0] instruction,
	output reg [5:0] alu_ctr, 
	output reg alusrc,
	output reg memwrite,
	output reg regwrite,
	output reg memtoreg,
	output reg branch,
	output reg memread
);
wire [6:0] opcode=instruction[6:0];
wire [2:0] f3=instruction[14:12];
wire [6:0] f7=instruction[31:25];
always@(*)
begin
	case(opcode)
		7'b0110011: 
		begin
			alusrc<=0;
			memtoreg<=0;
			regwrite<=1;
			memwrite<=0;
			branch<=0;
			memread<=0;
			case(f7)
				7'b0000000:
					case(f3)
						3'b000:alu_ctr<=1; 
						3'b001:alu_ctr<=3; 
						3'b101:alu_ctr<=4; 
						3'b010:alu_ctr<=5; 
						3'b100:alu_ctr<=6; 
						3'b110:alu_ctr<=7; 
						3'b111:alu_ctr<=8; 
					endcase
				7'b0100000:
					case(f3)
						3'b000:alu_ctr<=2; 
					endcase
			endcase		
		end
		7'b0010011: 
			begin
				alusrc<=1;
				memtoreg<=0;
				regwrite<=1;
				memwrite<=0;
				branch<=0;
				memread<=0;
				case(f3)
					3'b000:alu_ctr<=9; 
					3'b100:alu_ctr<=10; 
					3'b110:alu_ctr<=11; 
					3'b111:alu_ctr<=12; 
					3'b001:alu_ctr<=13; 
					3'b101:alu_ctr<=14; 
				endcase
			end
		7'b0000011: 
			begin
				alusrc<=1;
				memtoreg<=1;
				regwrite<=1;
				memwrite<=0;
				branch<=0;
				memread<=1;
				case(f3)
					3'b011:alu_ctr<=15; 
				endcase
			end
		7'b0100011: 
			begin
				regwrite<=0;
				memwrite<=1;
				branch<=0;
				memread<=0;
				case(f3)
					3'b010:alu_ctr<=16; 
				endcase
			end
		7'b1100011: 
			begin
				alusrc<=0;
				regwrite<=0;
				memwrite<=0;
				branch<=1;
				memread<=0;	
				case(f3)
					3'b000:alu_ctr<=17; 
				endcase
			end
		7'b0110111: 
			begin
				memtoreg<=0;
				regwrite<=1;
				memwrite<=0;
				branch<=0;
				memread<=0;
				alu_ctr<=18; 
			end
	endcase
end
endmodule
module riscv(       
	input clk,       
	input reset,
	output [31:0] iram_addr,
	input  [31:0] iram_data,
	output dram_read,
	output dram_write,
	output [31:0] dram_addr,
	output [31:0] dram_data_out,
	input  [31:0] dram_data_in
);
reg [31:0] pc;
reg [31:0] registers [0:31];  
reg [7:0] temp;
initial
begin
	pc<=0;
	for(temp=0;temp<32;temp=temp+1)
		registers[temp]<=0;
end
assign iram_addr = pc;
wire [31:0] instruction= iram_data;
wire [5:0] alu_ctr;
wire zero;
wire alusrc;
wire [31:0]alu_result;
wire memwrite;
wire regwrite;
wire memtoreg;
wire memread;
wire branch;
decoder decoder1(.instruction(instruction),
					.alu_ctr(alu_ctr),
					.alusrc(alusrc),
					.memwrite(memwrite),
					.memread(memread),
					.regwrite(regwrite),
					.memtoreg(memtoreg),
					.branch(branch)
					);
alu alu1(.data1(registers[instruction[19:15]]),
			.data2(alusrc ? instruction[31:20] : registers[instruction[24:20]]), 
			.alu_ctr(alu_ctr),
			.zero(zero),
			.alu_result(alu_result),
			.instruction(instruction)
			);
assign dram_addr=alu_result;
assign dram_data_out=registers[instruction[24:20]];
assign dram_write=memwrite;
assign dram_read=memread;
always@(posedge clk) 
begin
	if(regwrite) begin
		registers[instruction[11:7]]<=memtoreg?dram_data_in:alu_result;
	end
end
always@(posedge clk) 
begin
	if(branch&&zero) begin:nextpc
		reg [11:0] imm;
		imm<={instruction[31],instruction[7],instruction[30:25],instruction[11:8]};
		pc<=pc+imm;
	end
	else pc<=pc+1;
end
endmodule
==> flow_summary.toml <==
# implementation run metrics
[synth]
synth_warnings = 3
netlist_instances = 4788
netlist_area_sq_um = 60500
async_flop_share_pct = 0
synth_top_area_share_pct = 51.4
edf_count = 1036
ys_types = 86
synth.area.top_cells = "edfxtp_1 (51%), mux2i_1 (16%), a22oi_1 (4.2%)"
synth_chip_area_sq_um = 60500
synth_flops = 1111
syn_avg_cell_area_sq_um = 12.6
top_area_cell = "edfxtp_1"
synthFlopType = "edfxtp_1"
yosysCellCount = 4788

[setup_path]
endpoint_kind = "primary output"
cpMostUsedCell = "buf_4"
path_class = "input port to primary output"
worstPathRequired_ns = 8.00
path_cells = "clkdlybuf4s50_1 > buf_4 > and2_4 > buf_4 > buf_4 > a22oi_1 > a21oi_1 > nor4_2 > buf_4 > clkdlybuf4s50_1"
path_max_fanout = 30
worstSetupStartpointType = "input port"
cp_slowest_stage_delay_ns = 0.62
cp_slowest_cell = "and2_4"
arrival_ns = 5.73

[route]
drt-total-wl_um = 238000
drcViolationCount = 0
drt_iter0_markers = 3686
via_count = 44100
firstDrtPassIters = 19
wl_per_cell_um = 31.0
routed_via_density = 5.76
final_antenna_net_count = 0

[final_layout]
stdcell_count = 7661
fin_util_pct = 34.6
layout.area.seq_sq_um = 32400
postLayoutCellArea_sq_um = 69200
logic_area_sq_um = 26400
syn_to_final_growth_pct = 14.4
layout-drive-gt1-share_pct = 11.1
fillCellCount = 19100

[timing]
slew_violations = 0
setup_slack_ns = 2.27
period_used_pct = 77.3
holdWs_ns = 0.468
skew_ns = 0.0111
finalSetupViolations = 0
max_slew.worst_pin.slew_ns = 1.02
untimed_endpoints = 89
finalCriticalPeriod_ns = 7.73
grt_setup_unrepaired = "no"
finalHoldViolCount = 0
finalSetupTns_ns = 0
slew_headroom_pct = 31.5
max_freq_ghz = 0.129
unclocked_pins = 43

[clock_tree]
cts-resized-gates = 0
cts-buffers-inserted = 110
cts_tree = "built"
ctsHoldBuffers = 0
cts_root_buffer = "clkbuf_16"
cts_buffer_depth = 3
cts_max_level = 3
clock_latency_ns = 0.74
cts_setup_buffers = 0
cts.reportedPaths.clkPinSlew_ns = 0.06

[placement]
dp.cells = 7454
place_hpwl_um = 154000
dp_slack_ns = 2.35
gp_congestion = 1.00
place_area_sq_um = 65600
port_buffers = 162

[global_routing]
grt_pass1_vias = 44400
gr-usage-all-layers_pct = 24.0
overflow = 0
grt_pass1_wl_um = 330000
antenna_found_initial = 15
grt_max_degree = 93

[power_and_ir_drop]
p_per_area_nw_per_um2 = 164
p_leak_nw = 25.4
p_total_mw = 11.4
ir_drop_v = 0.000148

[floorplanning]
die_x_um = 451
dieArea_sq_um = 203000
rows = 164
core_sq_um = 200000
initial_core_util_pct = 30.2
die.size.y_um = 451
pin_count = 164

[status]
status = "complete, no violations"

[run]
tool_warnings = 84
cap_viol_max_count = 0

[min_path]
hold_path_class = "flip-flop to flip-flop"
## per-layer routing
| layer | global-route usage (%) | part of all wire (%) | routed length, um |
|---|---|---|---|
| met1 | 26.9 | 34 | 79900 |
| met2 | 35.4 | 44 | 105000 |
| met3 | 16.0 | 16 | 38100 |
| met4 | 11.0 | 5.9 | 14000 |
| met5 | 0.521 | 0.038 | 91 |
## flip-flops by register name, summed over array words and instances, names as in the netlist
register / cells
alu1.alu_result: 32
decoder1.alu_ctr: 5
decoder1.alusrc: 1
decoder1.branch: 1
decoder1.memread: 1
decoder1.memtoreg: 1
decoder1.memwrite: 1
decoder1.regwrite: 1
nextpc.imm: 12
pc: 32
registers: 1024
## report_power, final
| part | switching, mW | internal, mW | total, mW |
|---|---|---|---|
| clock network | 1.71 | 2.33 | 4.03 |
| logic | 1.52 | 0.786 | 2.31 |
| registers | 0.0433 | 4.99 | 5.03 |
## cell usage after synthesis (34+ instances only)
| cell | count |
|---|---|
| dlxtn_1 | 43 |
| mux2_2 | 43 |
| buf_2 | 66 |
| mux4_2 | 93 |
| mux2i_1 | 984 |
| ha_1 | 133 |
| nand3_1 | 105 |
| o21ai_0 | 100 |
| a22oi_1 | 341 |
| clkbuf_1 | 161 |
| nand2_1 | 203 |
| nor2_1 | 235 |
| edfxtp_1 | 1036 |
| nor4_1 | 55 |
| buf_4 | 59 |
| a21o_1 | 44 |
| inv_1 | 118 |
| xnor2_1 | 61 |
| a21oi_1 | 290 |
| nor3_1 | 34 |
| o22ai_1 | 98 |
## cell families (layout without fill, tap and decap cells)
family / Yosys count / in the layout / share of synthesized area, %
xor+xnor: 79 / 79 / 1.14
simple gates: 781 / 781 / 6.12
latches: 43 / 43 / 1.07
fa+ha+maj: 135 / 135 / 2.80
flops: 1068 / 1068 / 52.5
buf+inv: 455 / 662 / 3.54
mux: 1121 / 1121 / 20.6
other cells: 0 / 10 / 0
compound gates: 1106 / 1106 / 12.3
## path summary, 6_finish.rpt
path                  endpoint  cells after the start     startpoint  slack [ns]
max          dram_data_out[17]                     10  iram_data[22]        2.27
min                     pc[31]                      1         pc[31]        0.47
max reg2reg             pc[18]                     18  nextpc.imm[0]        6.60
min reg2reg             pc[31]                      1         pc[31]        0.47
## layout by cell type (no fill, tap or decap), types with 14 or more instances in the layout
cell	n
edfxtp_1	1036
mux2i_1	983
a22oi_1	341
a21oi_1	290
nor2_1	200
nand2_1	199
buf_4	177
clkdlybuf4s50_1	158
ha_1	133
inv_1	115
clkbuf_16	114
nand3_1	105
o21ai_0	100
o22ai_1	98
mux4_2	93
xnor2_1	61
a21o_1	44
nor4_1	43
mux2_2	43
dlxtn_1	42
nor2_4	35
nor3_1	33
dfxtp_1	32
clkbuf_1	29
o221ai_1	28
o211ai_1	23
and2_1	22
clkinv_1	22
and3_1	20
or3_1	19
nand4_1	18
xor2_1	18
nor2b_1	16
o21bai_1	16
clkinv_2	16
a211oi_1	15
a31oi_1	14
## final cells by class
cell class | instances | area share, %
Tap cell | 2656 | 4.80
Sequential cell | 1111 | 46.8
Timing Repair Buffer | 346 | 4.49
Multi-Input combinational cell | 3222 | 38.1
Clock buffer | 143 | 4.28
Clock inverter | 54 | 0.772
Inverter | 119 | 0.646
Antenna cell | 10 | 0.0362
## worst max-delay path: cells and delay by family
family,cells,cell delay (ns)
buffers and inverters,6,2.47
and+or+nand+nor,2,0.70
AOI/OAI and AO/OA,2,0.44
